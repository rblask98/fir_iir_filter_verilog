<file path="run.sh">
#!/bin/bash
# OpenROAD 26Q1-2900-gdf79404cd8, Yosys 0.63+post, stock flow scripts
make -C /OpenROAD-flow-scripts/flow DESIGN_CONFIG=/design/flow/config.mk WORK_HOME=/design/flow/orfs finish
</file>
<file path="config.mk">
export PLATFORM = sky130hd
export DESIGN_NAME = fir
export DESIGN_NICKNAME = fir
export VERILOG_FILES = /design/flow/design.v
export SDC_FILE = /design/flow/constraint.sdc
export NUM_CORES = 4
export LEC_CHECK = 1
export CORE_UTILIZATION = 40
export SYNTH_HDL_FRONTEND = slang
</file>
<file path="constraint.sdc">
current_design fir

set clk_period 9.5
set clk_io_pct 0.2

create_clock -name clk0 -period $clk_period [get_ports {clk}]

set non_clock_inputs [all_inputs -no_clocks]
set_input_delay [expr $clk_period * $clk_io_pct] -clock clk0 $non_clock_inputs
set_output_delay [expr $clk_period * $clk_io_pct] -clock clk0 [all_outputs]
</file>
<file path="design.v">
`timescale 1ns / 1ps
module fir(input clk,input rst,input wire signed [15:0] x,output reg signed [31:0] y);
	parameter word_width = 16;
	parameter order = 55;
	reg signed [word_width-1:0] delay_pipeline[order:0];
	wire signed [word_width-1:0]  h[order:0];
	assign h[0] = 0;
	assign h[1] = 0;
	assign h[2] = 0;
	assign h[3] = 0;
	assign h[4] = 0;
	assign h[5] = 0;
	assign h[6] = 2956;  
	assign h[7] = 0;
	assign h[8] = -12358;  
	assign h[9] = 0;
	assign h[10] = 24967;  
	assign h[11] = 0;
	assign h[12] = -32768;  
	assign h[13] = 0;
	assign h[14] = 30525;  
	assign h[15] = 0;
	assign h[16] = -19613;  
	assign h[17] = 0;
	assign h[18] = 5890; 
	assign h[19] = 0;
	assign h[20] = 4820;  
	assign h[21] = 0;
	assign h[22] = -9700;  
	assign h[23] = 0;
	assign h[24] = 9177;  
	assign h[25] = 0;
	assign h[26] = -5513; 
	assign h[27] = 0;
	assign h[28] = 1204;  
	assign h[29] = 0;
	assign h[30] = 2009;  
	assign h[31] = 0;
	assign h[32] = -3421;  
	assign h[33] = 0;
	assign h[34] = 3184;  
	assign h[35] = 0;
	assign h[36] = -1947;  
	assign h[37] = 0;
	assign h[38] = 468;  
	assign h[39] = 0;
	assign h[40] = 665;  
	assign h[41] = 0;
	assign h[42] = -1183;  
	assign h[43] = 0;
	assign h[44] = 1114;  
	assign h[45] = 0;
	assign h[46] = -683;  
	assign h[47] = 0;
	assign h[48] = 163;  
	assign h[49] = 0;
	assign h[50] = 234;  
	assign h[51] = 0;
	assign h[52] = -414;  
	assign h[53] = 0;
	assign h[54] = 389;  
	assign h[55] = 0;
	reg signed [31:0]  product[order:0];
	reg signed [31:0]  sum_buf;	
	reg signed [15:0] data_in_buf;
	always @(posedge clk or negedge rst) begin
		if (!rst) begin
			data_in_buf <= 0;
		end
		else begin
			data_in_buf <= x;
		end
	end
	always @(posedge clk or negedge rst) begin
		if (!rst) begin
			delay_pipeline[0] <= 0 ;
			delay_pipeline[1] <= 0 ;
			delay_pipeline[2] <= 0 ;
			delay_pipeline[3] <= 0 ;
			delay_pipeline[4] <= 0 ;
			delay_pipeline[5] <= 0 ;
			delay_pipeline[6] <= 0 ;
			delay_pipeline[7] <= 0 ;
			delay_pipeline[8] <= 0 ;
			delay_pipeline[9] <= 0 ;
			delay_pipeline[10] <= 0 ;
			delay_pipeline[11] <= 0 ;
			delay_pipeline[12] <= 0 ;
			delay_pipeline[13] <= 0 ;
			delay_pipeline[14] <= 0 ;
			delay_pipeline[15] <= 0 ;
			delay_pipeline[16] <= 0 ;
			delay_pipeline[17] <= 0 ;
			delay_pipeline[18] <= 0 ;
			delay_pipeline[19] <= 0 ;
			delay_pipeline[20] <= 0 ;
			delay_pipeline[21] <= 0 ;
			delay_pipeline[22] <= 0 ;
			delay_pipeline[23] <= 0 ;
			delay_pipeline[24] <= 0 ;
			delay_pipeline[25] <= 0 ;
			delay_pipeline[26] <= 0 ;
			delay_pipeline[27] <= 0 ;
			delay_pipeline[28] <= 0 ;
			delay_pipeline[29] <= 0 ;
			delay_pipeline[30] <= 0 ;
			delay_pipeline[31] <= 0 ;
			delay_pipeline[32] <= 0 ;
			delay_pipeline[33] <= 0 ;
			delay_pipeline[34] <= 0 ;
			delay_pipeline[35] <= 0 ;
			delay_pipeline[36] <= 0 ;
			delay_pipeline[37] <= 0 ;
			delay_pipeline[38] <= 0 ;
			delay_pipeline[39] <= 0 ;
			delay_pipeline[40] <= 0 ;
			delay_pipeline[41] <= 0 ;
			delay_pipeline[42] <= 0 ;
			delay_pipeline[43] <= 0 ;
			delay_pipeline[44] <= 0 ;
			delay_pipeline[45] <= 0 ;
			delay_pipeline[46] <= 0 ;
			delay_pipeline[47] <= 0 ;
			delay_pipeline[48] <= 0 ;
			delay_pipeline[49] <= 0 ;
			delay_pipeline[50] <= 0 ;
			delay_pipeline[51] <= 0 ;
			delay_pipeline[52] <= 0 ;
			delay_pipeline[53] <= 0 ;
			delay_pipeline[54] <= 0 ;
			delay_pipeline[55] <= 0 ;
		end 
		else begin
			delay_pipeline[0] <= data_in_buf ;
			delay_pipeline[1] <= delay_pipeline[0] ;
			delay_pipeline[2] <= delay_pipeline[1] ;
			delay_pipeline[3] <= delay_pipeline[2] ;
			delay_pipeline[4] <= delay_pipeline[3] ;
			delay_pipeline[5] <= delay_pipeline[4] ;
			delay_pipeline[6] <= delay_pipeline[5] ;
			delay_pipeline[7] <= delay_pipeline[6] ;
			delay_pipeline[8] <= delay_pipeline[7] ;
			delay_pipeline[9] <= delay_pipeline[8] ;
			delay_pipeline[10] <= delay_pipeline[9] ;
			delay_pipeline[11] <= delay_pipeline[10] ;
			delay_pipeline[12] <= delay_pipeline[11] ;
			delay_pipeline[13] <= delay_pipeline[12] ;
			delay_pipeline[14] <= delay_pipeline[13] ;
			delay_pipeline[15] <= delay_pipeline[14] ;
			delay_pipeline[16] <= delay_pipeline[15] ;
			delay_pipeline[17] <= delay_pipeline[16] ;
			delay_pipeline[18] <= delay_pipeline[17] ;
			delay_pipeline[19] <= delay_pipeline[18] ;
			delay_pipeline[20] <= delay_pipeline[19] ;
			delay_pipeline[21] <= delay_pipeline[20] ;
			delay_pipeline[22] <= delay_pipeline[21] ;
			delay_pipeline[23] <= delay_pipeline[22] ;
			delay_pipeline[24] <= delay_pipeline[23] ;
			delay_pipeline[25] <= delay_pipeline[24] ;
			delay_pipeline[26] <= delay_pipeline[25] ;
			delay_pipeline[27] <= delay_pipeline[26] ;
			delay_pipeline[28] <= delay_pipeline[27] ;
			delay_pipeline[29] <= delay_pipeline[28] ;
			delay_pipeline[30] <= delay_pipeline[29] ;
			delay_pipeline[31] <= delay_pipeline[30] ;
			delay_pipeline[32] <= delay_pipeline[31] ;
			delay_pipeline[33] <= delay_pipeline[32] ;
			delay_pipeline[34] <= delay_pipeline[33] ;
			delay_pipeline[35] <= delay_pipeline[34] ;
			delay_pipeline[36] <= delay_pipeline[35] ;
			delay_pipeline[37] <= delay_pipeline[36] ;
			delay_pipeline[38] <= delay_pipeline[37] ;
			delay_pipeline[39] <= delay_pipeline[38] ;
			delay_pipeline[40] <= delay_pipeline[39] ;
			delay_pipeline[41] <= delay_pipeline[40] ;
			delay_pipeline[42] <= delay_pipeline[41] ;
			delay_pipeline[43] <= delay_pipeline[42] ;
			delay_pipeline[44] <= delay_pipeline[43] ;
			delay_pipeline[45] <= delay_pipeline[44] ;
			delay_pipeline[46] <= delay_pipeline[45] ;
			delay_pipeline[47] <= delay_pipeline[46] ;
			delay_pipeline[48] <= delay_pipeline[47] ;
			delay_pipeline[49] <= delay_pipeline[48] ;
			delay_pipeline[50] <= delay_pipeline[49] ;
			delay_pipeline[51] <= delay_pipeline[50] ;
			delay_pipeline[52] <= delay_pipeline[51] ;
			delay_pipeline[53] <= delay_pipeline[52] ;
			delay_pipeline[54] <= delay_pipeline[53] ;
			delay_pipeline[55] <= delay_pipeline[54] ;
		end
	end
always @(posedge clk or negedge rst) begin
		if (!rst) begin
			product[0] <= 0;
			product[1] <= 0;
			product[2] <= 0;
			product[3] <= 0;
			product[4] <= 0;
			product[5] <= 0;
			product[6] <= 0;
			product[7] <= 0;
			product[8] <= 0;
			product[9] <= 0;
			product[10] <= 0;
			product[11] <= 0;
			product[12] <= 0;
			product[13] <= 0;
			product[14] <= 0;
			product[15] <= 0;
			product[16] <= 0;
			product[17] <= 0;
			product[18] <= 0;
			product[19] <= 0;
			product[20] <= 0;
			product[21] <= 0;
			product[22] <= 0;
			product[23] <= 0;
			product[24] <= 0;
			product[25] <= 0;
			product[26] <= 0;
			product[27] <= 0;
			product[28] <= 0;
			product[29] <= 0;
			product[30] <= 0;
			product[31] <= 0;
			product[32] <= 0;
			product[33] <= 0;
			product[34] <= 0;
			product[35] <= 0;
			product[36] <= 0;
			product[37] <= 0;
			product[38] <= 0;
			product[39] <= 0;
			product[40] <= 0;
			product[41] <= 0;
			product[42] <= 0;
			product[43] <= 0;
			product[44] <= 0;
			product[45] <= 0;
			product[46] <= 0;
			product[47] <= 0;
			product[48] <= 0;
			product[49] <= 0;
			product[50] <= 0;
			product[51] <= 0;
			product[52] <= 0;
			product[53] <= 0;
			product[54] <= 0;
			product[55] <= 0;
		end
		else begin
			product[0] <= h[0] * delay_pipeline[0];
			product[1] <= h[1] * delay_pipeline[1];
			product[2] <= h[2] * delay_pipeline[2];
			product[3] <= h[3] * delay_pipeline[3];
			product[4] <= h[4] * delay_pipeline[4];
			product[5] <= h[5] * delay_pipeline[5];
			product[6] <= h[6] * delay_pipeline[6];
			product[7] <= h[7] * delay_pipeline[7];
			product[8] <= h[8] * delay_pipeline[8];
			product[9] <= h[9] * delay_pipeline[9];
			product[10] <= h[10] * delay_pipeline[10];
			product[11] <= h[11] * delay_pipeline[11];
			product[12] <= h[12] * delay_pipeline[12];
			product[13] <= h[13] * delay_pipeline[13];
			product[14] <= h[14] * delay_pipeline[14];
			product[15] <= h[15] * delay_pipeline[15];
			product[16] <= h[16] * delay_pipeline[16];
			product[17] <= h[17] * delay_pipeline[17];
			product[18] <= h[18] * delay_pipeline[18];
			product[19] <= h[19] * delay_pipeline[19];
			product[20] <= h[20] * delay_pipeline[20];
			product[21] <= h[21] * delay_pipeline[21];
			product[22] <= h[22] * delay_pipeline[22];
			product[23] <= h[23] * delay_pipeline[23];
			product[24] <= h[24] * delay_pipeline[24];
			product[25] <= h[25] * delay_pipeline[25];
			product[26] <= h[26] * delay_pipeline[26];
			product[27] <= h[27] * delay_pipeline[27];
			product[28] <= h[28] * delay_pipeline[28];
			product[29] <= h[29] * delay_pipeline[29];
			product[30] <= h[30] * delay_pipeline[30];
			product[31] <= h[31] * delay_pipeline[31];
			product[32] <= h[32] * delay_pipeline[32];
			product[33] <= h[33] * delay_pipeline[33];
			product[34] <= h[34] * delay_pipeline[34];
			product[35] <= h[35] * delay_pipeline[35];
			product[36] <= h[36] * delay_pipeline[36];
			product[37] <= h[37] * delay_pipeline[37];
			product[38] <= h[38] * delay_pipeline[38];
			product[39] <= h[39] * delay_pipeline[39];
			product[40] <= h[40] * delay_pipeline[40];
			product[41] <= h[41] * delay_pipeline[41];
			product[42] <= h[42] * delay_pipeline[42];
			product[43] <= h[43] * delay_pipeline[43];
			product[44] <= h[44] * delay_pipeline[44];
			product[45] <= h[45] * delay_pipeline[45];
			product[46] <= h[46] * delay_pipeline[46];
			product[47] <= h[47] * delay_pipeline[47];
			product[48] <= h[48] * delay_pipeline[48];
			product[49] <= h[49] * delay_pipeline[49];
			product[50] <= h[50] * delay_pipeline[50];
			product[51] <= h[51] * delay_pipeline[51];
			product[52] <= h[52] * delay_pipeline[52];
			product[53] <= h[53] * delay_pipeline[53];
			product[54] <= h[54] * delay_pipeline[54];
			product[55] <= h[55] * delay_pipeline[55];
		end
	end
	always @(posedge clk or negedge rst) begin
		if (!rst) begin
			sum_buf <= 0;
		end
		else begin
			sum_buf <= product[0] + product[1]+ product[2]+ product[3]+ product[4]
			+ product[5]+ product[6]+ product[7]+ product[8]+ product[9]+ product[10]
			+ product[11]+ product[12]+ product[13]+ product[14]+ product[15]+ product[16]
			+ product[17]+ product[18]+ product[19]+ product[20]+ product[21]+ product[22]
			+ product[23]+ product[24]+ product[25]+ product[26]+ product[27]+ product[28]
			+ product[29]+ product[30]+ product[31]+ product[32]+ product[33]+ product[34]
			+ product[35]+ product[36]+ product[37]+ product[38]+ product[39]+ product[40]
			+ product[41]+ product[42]+ product[43]+ product[44]+ product[45]+ product[46]
			+ product[47]+ product[48]+ product[49]+ product[50] + product[51] + product[52]
			+ product[53] + product[54]+product[55];
		end
	end
	always @(sum_buf) begin
		if (!rst) begin
			y = 0;
		end
		else begin
			y = sum_buf;
		end
	end
endmodule
</file>
==> run summary <==
Critical-path cell list: fa_1, inv_1, fa_1, fa_1, inv_1, fa_1, inv_1, fa_1, fa_1, fa_1, inv_1, ha_1, a21o_1, a21oi_1, nor3b_1, o21ai_0, o21ai_1, o21ai_1, or4_1, a31o_1, a21oi_2, xnor2_1
Clock tree buffer depth: 4
DP Cell Count: 17183
EDFF count, synth: 0
Die Y: 599.1 microns
Synth Cell Area: 0.1426 sq mm
Crit path DAT: 7.95 ns
Top cells by count, synth: inv_1 (3278), ha_1 (2390), fa_1 (2092)
HPWL Detailed: 285800 microns
Post-Syn Instances: 12365
Crit-path max FO: 5
Setup TNS: 0 ns
Post-CTS Hold Buffers: 0
Via count: 81718
Top FF cell, synth: dfrtp_1
Slowest stage cell, crit path: fa_1
FP Rows: 218
Root Buffer: clkbuf_16
Yosys cell count: 12365
Top cell by count, worst path: fa_1
Post-DP Area: 0.1494 sq mm
Slew of the pin with the lowest slew margin: 0.8810 ns
Register area share after synthesis: 0.2741
Synth top area cells: fa_1 (29%), dfrtp_1 (27%), ha_1 (21%), inv_1 (8.6%), xnor2_1 (3.2%)
Drt drc: 0
# Post-CTS Setup Buffers: 0
Crit-path max cell delay: 0.75 ns
Clock latency on the worst-skew pair: 0.92 ns
Vias in the first global route: 88719
Most frequent cell after synthesis: inv_1
Port bufs: 49
Leading area contributor after synthesis: fa_1
H-tree levels: 4
Worst-path clk slew: 0.07 ns
Distinct lib cells: 82
Slew Limit Fails: 0
Synth async-reset ratio: 1.000
Non-Filler Instances: 17539
P&R area growth vs syn: 9.481%
Final Critical Period: 7.108 ns
Fmax: 140.7 MHz
Worst Skew: 0.1029 ns
MaxCap Viol Count: 0
FP Core Util: 0.4031
Post-Place Worst Slack: 2.398 ns
Antenna viol nets, final: 0
RSZ-0062 raised after global routing: false
Tally of OpenROAD warnings: 224
Hold Path Class: register to register
Post-Route Utilization: 0.4413
Final Wtd Congestion: 1.006
Total congestion overflow: 0
First-pass GRT wire length: 534000 microns
Synth warn: 0
Critical path endpoint category: register
Setup violations, final: 0
Fin crit share: 0.7482
TritonCTS clock tree: built
Global Route met3 Usage: 0.09570
Crit path DRT: 10.35 ns
GRT Max-Usage Layer: met2
Largest net degree at the start of global routing: 135
1st-pass router iterations: 5
Post-synth top area share: 0.2937
Post-route cell area: 0.1561 sq mm
CP startpoint kind: register
Starting DRC count in detailed routing: 3269
Layout cells sized above 1: 0.03686
Final WS setup: 2.392 ns
Total Routing Usage GR: 0.2113
WL/cell: 19.25 microns
Crit path max-delay family: adder cells
Clk sinks: 1562
Chip area: 0.3589 sq mm
Die Wd: 599.1 microns
WL final: 337600 microns
Post_cts resized: 0
Yosys stat chip area: 0.1426 sq mm
Worst slew margin: 0.4085
Global-route track usage on met1: 0.2993
Fillers: 32491
Core area: 0.3538 sq mm
Mean Syn Cell Area: 11.53 sq um
M2 GR Usage: 0.3122
TritonCTS Buffers: 190
Initial antenna violation count: 18
CP bufs+invs: 4
Run status: finished, final reports clean
I/O pins: 50
Registers, synthesis: 1562
Setup CP Type: register to register
Final Hold Vio Count: 0
Vias/cell: 4.659
-- logic make-up (layout without fill, tap and decap cells) --
family,after synthesis,in the layout,share of synthesized area
other cells,0,4,0
xor+xnor,675,675,0.04146
simple gates,1173,1173,0.04040
mux,48,48,0.003492
buf+inv,3302,3742,0.08691
flops,1562,1562,0.2741
compound gates,1123,1123,0.05027
fa+ha+maj,4482,4482,0.5034
-- per-stage QoR --
step	hold WS (ns)
floorplan	0.3312
global placement	0.3311
detailed placement	0.3347
CTS	0.3231
global route	0.3330
finish	0.3186
-- area by class of cell --
cell class	instances	area, sq um	area share
antenna	4	10.01	0.00006411
clock buffer	229	5155	0.03302
clock inverter	123	1529	0.009793
inverter	3280	12310	0.07886
multi-input combinational	7501	91120	0.5837
sequential	1562	39090	0.2504
tap	4730	5918	0.03791
timing repair buffer	110	991.0	0.006347
-- routing by layer --
layer,part of all wire,vias up
met1,0.42,40632
met3,0.11,398
li1,-,39066
met5,0.0010,-
met2,0.45,1606
met4,0.027,16
-- registers in the layout, summed over array words and instances (netlist names) --
| signal | count |
|---|---|
| delay_pipeline | 855 |
| product | 659 |
| sum_buf | 32 |
| data_in_buf | 16 |
-- placed cells by master (no fill, tap or decap), types with 17 or more instances in the layout --
master,instances
bufinv_16,24
or3_1,44
nor3_1,140
xnor2_1,516
nand3_1,93
o211ai_1,27
clkinv_2,35
buf_4,59
o21bai_1,59
a21oi_1,342
fa_1,2092
a211oi_1,58
inv_1,3278
ha_1,2390
o21ai_1,30
clkbuf_1,17
a21o_1,106
mux2i_1,34
and2_1,67
clkinvlp_4,20
o21ai_0,211
nor2_1,352
xor2_1,159
or2_2,30
nand2b_1,63
a31oi_1,49
nor2b_1,75
clkbuf_8,19
clkdlybuf4s50_1,48
o21a_1,68
o31ai_1,18
and3_1,56
dfrtp_1,1562
nand2_1,187
clkinv_4,18
clkbuf_16,193
-- path summary, 6_finish.rpt --
kind	depth (start not counted)	start	slack, ns	to
max	22	product[1556]$_DFF_PN0_	2.39	sum_buf[31]$_DFF_PN0_
min	0	delay_pipeline[115]$_DFF_PN0_	0.32	delay_pipeline[131]$_DFF_PN0_
max reg2reg	22	product[1556]$_DFF_PN0_	2.39	sum_buf[31]$_DFF_PN0_
min reg2reg	0	delay_pipeline[115]$_DFF_PN0_	0.32	delay_pipeline[131]$_DFF_PN0_
max in group asynchronous	6	rst	4.96	delay_pipeline[275]$_DFF_PN0_
min in group asynchronous	1	rst	0.87	product[987]$_DFF_PN0_
